[flow/config.mk]
export PLATFORM = sky130hd
export DESIGN_NAME = karatsuba_16
export DESIGN_NICKNAME = karatsuba_16
export VERILOG_FILES = /design/flow/design.v
export SDC_FILE = /design/flow/constraint.sdc
export NUM_CORES = 4
export LEC_CHECK = 1
export CORE_UTILIZATION = 40
[flow/design.v]
module mul (
    input [7:0] A,
    input [7:0] B,
    output [15:0] P
);
    assign P = A * B;
endmodule
module adder (
    input [15:0] A,
    input [15:0] B,
    output [15:0] S
);
    assign S = A + B;  
endmodule
module sub (
    input [15:0] A,
    input [15:0] B,
    output [15:0] S
);
    assign S = A - B;  
endmodule
module karatsuba_16 (
    input [15:0] X,
    input [15:0] Y,
    output [31:0] Z
);
    wire [7:0] a = X[15:8];
    wire [7:0] b = X[7:0];
    wire [7:0] c = Y[15:8];
    wire [7:0] d = Y[7:0];
    wire [15:0] M1, M2, M3, M4;  
    wire [15:0] A1;
    wire [15:0] S;
    mul temp1 (.A(a), .B(c), .P(M1));        
    mul temp2 (.A(b), .B(d), .P(M2));        
    mul temp3 (.A(a+b), .B(c+d), .P(M3));        
    adder add1 (.A(M1), .B(M2), .S(A1));     
    sub sub1 (.A(M3), .B(A1), .S(S));        
    assign Z =   (M1 << 16)    +    (S << 8)     +     M2;   
endmodule
[flow/constraint.sdc]
current_design karatsuba_16

set clk_period 18.0
set clk_io_pct 0.2

create_clock -name clk0 -period $clk_period

set non_clock_inputs [all_inputs -no_clocks]
set_input_delay [expr $clk_period * $clk_io_pct] -clock clk0 $non_clock_inputs
set_output_delay [expr $clk_period * $clk_io_pct] -clock clk0 [all_outputs]
[flow/run.sh]
#!/bin/bash
# OpenROAD 26Q1-2900-gdf79404cd8, Yosys 0.63+post, stock flow scripts
make -C /OpenROAD-flow-scripts/flow DESIGN_CONFIG=/design/flow/config.mk WORK_HOME=/design/flow/orfs finish
==> CHANGELOG.md <==
### Metrics

* Status: completed
* Fin crit share at 0.962
* Synth cell types at 53
* Area Growth Syn to Fin at 11.5%
* Vias in the first global route at 6612
* Share of cells above drive strength 1 at 0.0128
* Synth Warn # at 0
* Vert. Die Dim at about 150 um
* Ports at 64
* Number of detailed-route iterations in the first pass at 4
* Maximum fanout along the worst path at 9
* Adder-cell share of the synthesized area at 0.529
* Element type at the critical path end: primary output
* # DRC at 0
* IO Port Bufs at around 64
* Top post-synthesis cells by count: inv_1 (245), ha_1 (152), fa_1 (133)
* Synth area leader: fa_1
* MUX share of area at 0.00116
* Worst-margin pin slew at 0.796 ns
* Core Footprint at about 21000 um^2
* Seq/Total Area, Yosys at 0
* Largest net degree at the start of global routing at 11
* GPL Wtd Cong at 0.923
* Yosys cell count at 1033
* Total Die Area at 22200 um^2
* Layout filler cell count at around 2100
* Placed Area at just under 10000 um^2
* Top non-seq family: adder cells
* Top cell area share at 0.308
* ANT nets after route at 0
* Width of the die at approximately 150 um
* Via/cell ratio at 4.81
* RSZ-0062 raised after global routing: no
* Number of post-CTS setup repair buffers at 0
* Area reported by Yosys stat at between 8000 and 9000 um^2
* Tool warnings at 32
* Number of gates resized after CTS at 0
* CP max stage delay at between 0.6 and 0.7 ns
* DR iter-0 viols at between 150 and 200
* Syn avg cell area at between 8 and 9 um^2
* Worst min-delay path category: input port to primary output
* Final core occ at 0.456
* CP arrival at 13.72 ns
* Hold Startpoint: Y[0]
* Cell area after layout at ~9600 um^2
* Gr ovfl total at 0
* Setup WS pre-CTS at ~0.63 ns
* AO/OA Area Share at 0.101
* Hold depth at 4
* Max Clk Rate at ~58 MHz
* Final Hold Fails at 0
* Hold Buf Count CTS at 0
* Cell Rows at approximately 53
* Vias at ~6600
* Top cells, area: fa_1 (31%), ha_1 (22%), inv_1 (11%)
* # clk buffers at 0
* Fp_density at 0.409
* CP Launch Type: input port
* Flop count at 0
* Cells after Synth at 1033
* Post-route minimum period at ~17 ns
* Global Route Usage Sum at 0.208
* Crit Path Class: input port to primary output
* Worst relative slew slack at 0.465
* Simple-Gate Fraction of Synth Area at 0.169
* Antenna cells at 0
* Max Slew Vio Count at 0
* Final HPWL DP at about 18000 um
* Max cap viols at 0
* CP dominant cell by count: fa_1
* First-pass GRT wire length at 34500 um
* WL final at roughly 20000 um
* Post-route setup TNS at 0 ns
* Cell with the most instances after synthesis: inv_1
* Drt wl/cell at 14.8 um
* CP required at about 14 ns
* CP max-delay cell: clkdlybuf4s50_1
* Final setup fails at 0
* Reg area at 0 um^2
* Yosys xor share at 0.0910
* Hold endpoint: Z[0]
* Initial antenna violation count at 0
* Final worst slack at a little under 0.7 ns
* Syn Std Cell Area at between 8000 and 9000 um^2
-- logic make-up (layout without fill, tap and decap cells) --
kind of cell	count (synthesis)	in the layout
mux	1	1
xor+xnor	88	88
simple gates	281	281
buf+inv	249	312
fa+ha+maj	285	285
compound gates	129	129
-- layout make-up --
cell class         count  area [um^2]  area share
repair buffers        67          663      0.0689
well taps            275          344      0.0358
multi-input cells    784         7700       0.800
inverters            245          920      0.0956
-- routing by layer --
| layer | up-vias | share of wire | track usage |
|---|---|---|---|
| met3 | 2 | 0.072 | 0.0480 |
| met5 | - | 0 | 0 |
| li1 | 3369 | - | - |
| met4 | 0 | 0.00049 | 0.00204 |
| met1 | 3095 | 0.48 | 0.327 |
| met2 | 132 | 0.45 | 0.318 |
-- worst max-delay path by stage --
| stage | slack (ns) | to | from |
|---|---|---|---|
| 4_1_cts | 0.59 | Z[31] | Y[5] |
| 5_1_grt | 0.17 | Z[27] | Y[5] |
| 6_report | 0.68 | Z[31] | Y[5] |
-- stage by stage --
stage	hold slack [ns]	cells
finish	8.46	1371
CTS	8.48	1371
global route	8.51	1371
floorplan	7.27	1033
detailed placement	8.48	1371
global placement	8.50	1371
-- layout by cell type, fill, tap and decap left out, types with 11 or more instances in the layout --
master and instances:
a21oi_1 41, inv_1 245, xnor2_1 68, fa_1 133, xor2_1 18, clkdlybuf4s50_1 64
nand2_1 82, nor2_1 36, nor3_1 11, and2_1 109, ha_1 152, o21bai_1 14
a21o_1 20
-- worst max-delay path: cells and delay by family --
family / cells / cell delay, ns
AOI/OAI and AO/OA: 3 / 0.99
and+or+nand+nor: 8 / 1.80
buffers and inverters: 8 / 1.43
xor gates and xnor gates: 3 / 0.52
adders and majority gates: 12 / 5.37
