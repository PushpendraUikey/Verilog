==> /design/flow/design.v <==
module half_adder(
	 a,
	 b,
	 S,
	 cout
);
input a, b;
output S, cout;
xor (S, a, b);
and (cout, a, b);
endmodule
module full_adder(
	 a,
	 b, 
	 cin,
	 S,
	 cout
);
input a, b, cin;
output S, cout;
wire s_, c_, c_1;
half_adder Inst1(a, b, s_, c_);  
xor (S, s_, cin);
and (c_1, cin, s_);
or (cout, c_1, c_);  
endmodule
module rca_Nbit #(parameter N = 32) (a, b, cin, S, cout);
input [N-1:0] a;
input [N-1:0] b;
input cin;
output [N-1:0] S;
output cout;
wire [N-1:0] carry;
generate 
	genvar i;
	for( i = 0; i < N; i = i+1 ) begin
		if(i==0)begin
			full_adder p(a[i], b[i], cin, S[i], carry[i]);
		end
		else begin
	         full_adder p(a[i], b[i], carry[i-1], S[i], carry[i]);
	 end
	end
endgenerate
assign cout = carry[N-1];
endmodule
==> /design/flow/run.sh <==
#!/bin/bash
# OpenROAD 26Q1-2900-gdf79404cd8, Yosys 0.63+post, stock flow scripts
make -C /OpenROAD-flow-scripts/flow DESIGN_CONFIG=/design/flow/config.mk WORK_HOME=/design/flow/orfs finish
==> /design/flow/config.mk <==
export PLATFORM = sky130hd
export DESIGN_NAME = rca_Nbit
export DESIGN_NICKNAME = rca_Nbit
export VERILOG_FILES = /design/flow/design.v
export SDC_FILE = /design/flow/constraint.sdc
export NUM_CORES = 4
export LEC_CHECK = 1
export CORE_AREA = 10 10 104 104
export DIE_AREA = 0 0 114 114
==> /design/flow/constraint.sdc <==
current_design rca_Nbit

set clk_period 41.7
set clk_io_pct 0.2

create_clock -name clk0 -period $clk_period

set non_clock_inputs [all_inputs -no_clocks]
set_input_delay [expr $clk_period * $clk_io_pct] -clock clk0 $non_clock_inputs
set_output_delay [expr $clk_period * $clk_io_pct] -clock clk0 [all_outputs]
==> reports/metrics.cfg <==
[drt]
drcViolationCount=0
first_iter_violations=7
routed_wl_mm=3.24
vias_per_cell=2.93
drt_pre_antenna_iters=2
antenna_left=0
num_antenna_cells=0
wl_per_cell_um=13.3
vias=712

[floorplan]
die-height_um=114
die_width_um=114
io_pins=98
dieArea_sq_um=13000
rows=34
initial_core_util_pct=10.4
core-area_sq_um=8680

[sta]
hold_viol=0
timing.final.max_slew_violations=0
slew-limit-headroom_pct=91.9
rsz0062_at_grt=false
layout_worst_path_cycle_share_pct=72.9
post-route-min-period_ns=30.40
fmax_mhz=32.9
setup_tns_ns=0
finalSetupViolCount=0
worst_pin_slew_ns=0.121
hold_slack_ns=17.74

[synthesis]
top_cell_area_share_pct=71.2
ys_chip_area_sq_um=900
ys_types=3
syn_inst=69
post_synth_instance_area_sq_um=900
synth.area.top_cells=fa_1 (71%), buf_4 (27%), inv_1 (2.1%)
ys_warn_count=0
ys_seq_share_pct=0
yosysTopAreaCell=fa_1
avgSynthCellArea_sq_um=13.0
ys_cells=69

[pwr]
vdd_ir_drop_max_mv=0.00528
cellPowerDensity_nw_per_um2=14.7
p_leak_nw=0.644
power_mw=0.0260

[global_route]
antenna_found_initial=0
grt_pass1_wl_mm=5.04
grt_pass1_vias=923
grt_max_degree=2
grt-ovfl-total=0
grt_use_total_pct=4.98

[layout]
layout_top_cells=clkdlybuf4s50_1 (98), fa_1 (32), inv_1 (5)
drive_gt1_share_pct=0
area_growth_pct=97.4
stdcell_area_sq_um=1780
fin_util_pct=20.5
mostFrequentLayoutCell=clkdlybuf4s50_1
clock_buffers=0
regArea_sq_um=0
flop-count=0

[clock_tree]
postCtsResizedCells=0
post-cts-setup-buffers=0
cts_hold_buf=0

[flow_run]
warnings=32
maxCapViolCount=0

[worst_setup_path]
critical_path_class=input pin to output pin
crit_top_cell=fa_1
startpoint_type=input pin
crit_fanout=1
worstPathArrival_ns=22.06
required_ns=33.36
crit_family=adder cells
cp-end-kind=output pin
cpPeakStageDelay_ns=0.47
cp_num_buf_inv=4
critical-path-slowest-cell=clkdlybuf4s50_1

[placement]
hpwl_mm=3.26
gp_congestion=0.760
io_buffers=98
dpl-instance-area_sq_um=1780

[status]
status=finished, final reports clean

[min_path]
hold_end=cout
min_path_cells=5
hp-class=input pin to output pin
hold_start=b[31]

## cell families after synthesis
group	count (synthesis)	share of synthesized area (%)
buffers and inverters	37	28.8
adders and majority gates	32	71.2
## metrics by stage
stage / instances / setup slack, ns
after global routing: 243 / 10.87
after global placement: 243 / 11.25
after CTS: 243 / 11.22
final: 243 / 11.30
after floorplan: 69 / 12.64
after detailed placement: 243 / 11.23
## power breakdown
part	total [mW]	internal (mW)	switching (mW)	leakage, nW
sequential	0	0	0	0
combinational	0.0260	0.0191	0.00694	0.644
clock	0	0	0	0
total	0.0260	0.0191	0.00694	0.644
## cell type report
type               instances  area [sq um]
fillers                  963          6900
inverters                  5          18.8
well taps                108           135
repair buffers            98           981
multi-input cells         32           641
## routing by layer
metal / part of all wire [%] / vias to the layer above / global-route usage, %
met5: 0 / - / 0
met4: 0 / 0 / 0
met3: 35 / 0 / 6.17
met2: 32 / 102 / 6.57
met1: 33 / 308 / 5.26
li1: - / 302 / -
## worst max path at each step
stage | from | to | slack, ns | cells after the start
6_report | a[0] | S[31] | 11.30 | 36
5_1_grt | a[0] | S[31] | 10.87 | 36
4_1_cts | a[0] | S[31] | 11.22 | 36
## worst min-delay path, cell delays in order
cell,delay (ns)
clkdlybuf4s50_1,0.39
inv_1,0.07
fa_1,0.16
inv_1,0.03
clkdlybuf4s50_1,0.40
## cell usage after synthesis
| master | instances |
|---|---|
| fa_1 | 32 |
| inv_1 | 5 |
| buf_4 | 32 |
Power and IR drop assume default switching activity.
