===== /design/flow/design.v =====
module CLA_4bit(
    a,
    b,
    cin,
    sum,
    cout
);
input [3:0] a;
input [3:0] b;
input cin;
output [3:0] sum;
output cout;
wire g0, g1, g2, g3;
wire p0, p1, p2, p3;
wire c1, c2, c3;
xor (p0, a[0], b[0]);
xor (p1, a[1], b[1]);
xor (p2, a[2], b[2]);
xor (p3, a[3], b[3]);
and (g0, a[0], b[0]);
and (g1, a[1], b[1]);
and (g2, a[2], b[2]);
and (g3, a[3], b[3]);
assign c1 = g0 | (p0&cin);
assign c2 = g1 | (p1&g0) | (p1&p0&cin);
assign c3 = g2 | (p2 & g1) | (p2&p1&g0) | (p2&p1&p0&cin);
assign cout = g3 | (p3 & g2) | (p3&p2&g1) | (p3&p2&p1&g0) | (p3&p2&p1&p0&cin);
assign sum[0] = (p0 ^ cin);
assign sum[1] = (p1 ^ c1);
assign sum[2] = (p2 ^ c2);
assign sum[3] = (p3 ^ c3);
endmodule
module CLA_4bit_P_G(
    a,
    b,
    cin,
    sum,
    P,
    G
);
input [3:0] a;
input [3:0] b;
input cin;
output [3:0] sum;
output P, G;
wire g0, g1, g2, g3;
wire p0, p1, p2, p3;
wire c1, c2, c3;
xor (p0, a[0], b[0]);
xor (p1, a[1], b[1]);
xor (p2, a[2], b[2]);
xor (p3, a[3], b[3]);
and (g0, a[0], b[0]);
and (g1, a[1], b[1]);
and (g2, a[2], b[2]);
and (g3, a[3], b[3]);
assign c1 = g0 | (p0&cin);
assign c2 = g1 | (p1&g0) | (p1&p0&cin);
assign c3 = g2 | (p2 & g1) | (p2&p1&g0) | (p2&p1&p0&cin);
assign sum[0] = (p0 ^ cin);
assign sum[1] = (p1 ^ c1);
assign sum[2] = (p2 ^ c2);
assign sum[3] = (p3 ^ c3);
assign P = (p0 & p1 & p2 & p3);
assign G = g3 | (p3&g2) | (p3&p2&g1) | (p3&p2&p1&g0) ;
endmodule
module lookahead_carry_unit_16_bit( 
    P0, 
    G0, 
    P1, 
    G1, 
    P2, 
    G2, 
    P3, 
    G3, 
    cin, 
    C4, 
    C8, 
    C12, 
    C16, 
    GF, 
    PF
);
input P0, P1, P2, P3;
input G0, G1, G2, G3;
input cin;
output C4, C8, C12, C16;
output PF, GF;
assign C4 = G0 | (P0 & cin);
assign C8 = G1 | (P1 & C4);
assign C12 = G2 | (P2 & C8);
assign C16 = G3 | (P3 & C12);
assign PF = (P0 & P1 & P2 & P3);
assign GF = G3 | (G2 & P3) | (G1 & P3 & P2) | (G0 & P3 & P2 & P1);
endmodule
module CLA_16bit(
    a,
    b,
    cin,
    sum, 
    cout, 
    Pout, 
    Gout
);
input [15:0] a;
input [15:0] b;
input cin;
output cout;
output [15:0] sum;
output Pout, Gout;
wire p0, p1, p2, p3;   
wire g0, g1, g2, g3;
wire c4, c8, c12;     
CLA_4bit_P_G temp1(a[3:0], b[3:0], cin, sum[3:0], p0, g0);
CLA_4bit_P_G temp2(a[7:4], b[7:4], c4, sum[7:4], p1, g1);
CLA_4bit_P_G temp3(a[11:8], b[11:8], c8, sum[11:8], p2, g2);
CLA_4bit_P_G temp4(a[15:12], b[15:12], c12, sum[15:12], p3, g3);
lookahead_carry_unit_16_bit temp(p0, g0, p1, g1, p2, g2, p3, g3, cin, c4, c8, c12, cout, Pout, Gout);
endmodule
module CLA_32bit(a, b, cin, sum, cout, Pout, Gout);
input [31:0] a;
input [31:0] b;
input cin;
output [31:0] sum;
output cout;
output Pout, Gout;
wire p0, p1, g0, g1;
wire c16;
CLA_16bit cla1(a[15:0], b[15:0], cin, sum[15:0], c16, p0, g0);
CLA_16bit cla2(a[31:16], b[31:16], c16, sum[31:16], cout, p1, g1);
lookahead_carry_unit_32_bit temp_(p0, g0, p1, g1, Pout, Gout);
endmodule
module lookahead_carry_unit_32_bit(P0, G0, P1, G1, PF, GF);
    input P0, P1;
    input G0, G1;
    output GF, PF;
    assign PF = P0 & P1;
    assign GF = G1 | (G0 & P1);
endmodule

===== /design/flow/run.sh =====
#!/bin/bash
# OpenROAD 26Q1-2900-gdf79404cd8, Yosys 0.63+post, stock flow scripts
make -C /OpenROAD-flow-scripts/flow DESIGN_CONFIG=/design/flow/config.mk WORK_HOME=/design/flow/orfs finish

===== /design/flow/config.mk =====
export PLATFORM = sky130hd
export DESIGN_NAME = CLA_32bit
export DESIGN_NICKNAME = CLA_32bit
export VERILOG_FILES = /design/flow/design.v
export SDC_FILE = /design/flow/constraint.sdc
export NUM_CORES = 4
export LEC_CHECK = 1
export CORE_AREA = 10 10 97 97
export DIE_AREA = 0 0 107 107

===== /design/flow/constraint.sdc =====
current_design CLA_32bit

set clk_period 6.8
set clk_io_pct 0.2

create_clock -name clk0 -period $clk_period

set non_clock_inputs [all_inputs -no_clocks]
set_input_delay [expr $clk_period * $clk_io_pct] -clock clk0 $non_clock_inputs
set_output_delay [expr $clk_period * $clk_io_pct] -clock clk0 [all_outputs]

==> summary.txt <==
Observations from the implementation run.

GRT:
- Across every metal layer, demand over resource in global routing totals 8.93%.
- The run puts the initial antenna violation count at 0.
- The via count of the first global-routing pass is 1,784.
- The run puts the maximum number of pins on one net before global-route repair at 10.
- The run puts the global-route wire length before repair at 8600 um.
- The run puts the aggregate global routing overflow at 0.

Drt:
- The run puts the total wire length after detailed routing at 5160 um.
- The run gives the residual DRC count as 0.
- The run puts the number of DRC markers after the initial detailed-route iteration at 36.
- In the final routed layout, each cell accounts on average for 13.3 um.
- The run gives the via density per instance as 4.39.
- The run puts the count of antenna diodes in the layout at 0.
- Once detail routing completed, the nets flagged for antenna violations numbered 0.
- The run gives the total via count after detailed routing as 1,709.
- The run gives the total iterations of the first detailed-routing run as 4.

Power and ir drop:
- The run gives the cell-internal power as 0.163 mW.
- The power report shows net switching accounting for 36.1% of the total.
- The run gives the total power density per cell area as 95.5 nW/um2.
- The run gives the leakage dissipation as 1.17 nW.
- The run puts the sequential fraction of design power at 0%.
- The run gives the fraction of power consumed by the clock network as 0%.
- The run gives the part of the total power dissipated in combinational logic as 100.0%.
- The run puts the power spent charging and discharging nets at 0.0920 mW.
- The run gives the worst vdd rail ir drop as 0.0000365 V.

Yosys:
- After synthesis the cells add up to 1550 um2.
- The run puts the yosys-reported design area after synthesis at 1550 um2.
- The run puts the number of standard cells reported by yosys at 191.
- The cell type that accounts for the most area after synthesis is ha_1.
- The run gives the per-instance average area after synthesis as 8.12 um2.
- Yosys attributes the largest share of cell area to ha_1, fa_1, xnor2_1.
- The synthesized design devotes to its leading area cell type 25.8% of total area.
- The synthesized netlist handed to floorplanning was reported with a cell count of 191.
- The run puts the register share after synthesis at 0%.
- The run gives the number of warnings issued by yosys as 0.
- The run puts the distinct cell type count of the synthesized netlist at 44.

Final timing:
- In the final timing run, aggregate negative setup slack is 0 ns.
- The run puts the share of the cycle needed by the critical path after routing at 85.9%.
- The run gives the relative slew slack as 71.0%.
- Counting endpoints that fail hold in the final report gives 0.
- The run puts the shortest period the worst path allows at 5.84 ns.
- Setup repair after global routing left no endpoint under its margin.
- The run gives the final hold slack as 3.81 ns.
- The run puts the number of pins exceeding their max-slew limit in the final report at 0.
- The run gives the slew at the pin closest to its max-slew limit as 0.431 ns.
- The run puts the final setup violation count at 0.
- Timing would allow up to 171 MHz.

Hold path:
- In this run the most critical hold path is launched from cin.
- The type recorded for the worst min-delay path is input pin to output pin.
- The run gives the cell depth of the worst min-delay path as 5.

Finish:
- The sequential cells in the finished layout cover a total of 0 um2.
- The run puts the area growth from synthesis to layout at 72.0%.
- The run puts the utilization after layout at 36.6%.
- After layout, the clock buffer instance count stands at 0.
- The most common logic cell in the final layout is clkdlybuf4s50_1.
- Leaving out fill and tap cells, the most frequent cells in the layout are clkdlybuf4s50_1, ha_1, a21oi_1, inv_1.
- The run puts the fraction of final layout cells sized beyond drive strength 1 at 3.45%.
- There are 0 flip-flops and latches.

Critical path:
- For the worst setup path, the data arrival time is 4.48 ns.
- By startpoint and endpoint, the worst setup path is classified as input pin to output pin.
- The run gives the required time of the critical path as 5.44 ns.
- In this run the worst setup path begins at a[13].
- STA classifies the critical path endpoint as an output pin.
- The run gives the sort of element at the start of the critical path as an input pin.
- The run puts the largest fanout on the critical path at 9.

Placed design:
- The run puts the routability congestion estimate at 0.889.
- The count of buffers added on input and output ports is 100.
- The run gives the placed wire-length estimate as 4800 um.

Flow run:
- The run gives the tally of OpenROAD warnings as 32.
- In this run the maximum-capacitance check reported violations numbering 0.

Clocking:
- The run gives the cell resize tally after clock tree synthesis as 0.
- In this run, post-CTS hold repair placed 0 buffers.
- The run puts the number of buffers added for setup after CTS at 0.

Floorplanning:
- The run puts the area of the core at 7290 um2.
- Per the OpenROAD floorplan log, the area of the die is 11,400 um2.
- The run gives the cell row count as 31.
- Pin placement for this block handled 100 I/O pins.
- In this run the horizontal extent of the chip is 107 um.
- In the floorplan report the effective utilization is 21.3%.
- The run gives the die outline height as 107 um.

Status:
- The flow ran to the end, and the final reports show no timing, DRC or antenna violations.
-- cells in the mapped netlist (3+ instances only) --
cell      instances
fa_1              8
nand2_1          13
xor2_1            8
ha_1             32
a21o_1            9
and3_1            4
xnor2_1          13
nor2b_1           3
and2_1            3
a21oi_1          22
nor2_1            8
o21ai_0           6
o21bai_1          5
nand4_1           3
nand3_1           4
inv_1            20
-- per-stage QoR --
stage,total power [mW],instances,cell area [um2],worst slack (ns)
floorplan,0.108,191,1550,2.12
global placement,0.259,389,2670,1.00
detailed placement,0.260,389,2670,0.952
CTS,0.262,389,2670,0.930
global route,0.287,389,2670,0.676
finish,0.255,389,2670,0.956
-- critical path, stage by stage --
cell,delay (ns)
clkdlybuf4s50_1,0.41
ha_1,0.38
a21oi_1,0.35
o21bai_1,0.10
a21oi_1,0.29
o221ai_4,0.27
a22oi_2,0.22
nand2_1,0.10
fa_1,0.38
xor2_1,0.14
clkdlybuf4s50_1,0.49
-- cell type report --
cell class	count	area, um2
Multi-Input combinational cell	170	1470
Tap cell	99	124
Fill cell	769	4620
Inverter	20	75.1
Timing Repair Buffer	100	1000
-- path summary, 6_finish.rpt --
check | endpoint | slack (ns)
hold / removal | sum[0] | 3.81
setup / recovery | sum[29] | 0.96
-- metal layers --
| metal | GRT usage (%) | routed length, um | vias to the layer above |
|---|---|---|---|
| met2 | 15.1 | 2430 | 54 |
| met5 | 0 | 0 | - |
| met3 | 3.15 | 450 | 0 |
| met4 | 0 | 0 | 0 |
| li1 | - | - | 900 |
| met1 | 11.4 | 2280 | 755 |
-- power groups by stage --
stage / combinational, mW / clock (mW) / sequential, mW
global route: 0.287 / 0 / 0
finish: 0.255 / 0 / 0
CTS: 0.262 / 0 / 0
-- cell families after synthesis --
logic type,count (synthesis),share of synthesized area (%)
compound gates,60,28.2
xor+xnor,21,11.9
fa+ha+maj,40,36.1
buf+inv,21,5.32
mux,2,1.37
simple gates,47,17.1
Power is estimated from default activity; no workload was simulated.
